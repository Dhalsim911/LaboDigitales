## design/flow/run.sh

```bash
#!/bin/bash
# OpenROAD 26Q1-2900-gdf79404cd8, Yosys 0.63+post, stock flow scripts
make -C /OpenROAD-flow-scripts/flow DESIGN_CONFIG=/design/flow/config.mk WORK_HOME=/design/flow/orfs finish
```

## design/flow/constraint.sdc

```tcl
current_design MULT_LUT_16_BITS

set clk_period 16.8
set clk_io_pct 0.2

create_clock -name clk0 -period $clk_period

set non_clock_inputs [all_inputs -no_clocks]
set_input_delay [expr $clk_period * $clk_io_pct] -clock clk0 $non_clock_inputs
set_output_delay [expr $clk_period * $clk_io_pct] -clock clk0 [all_outputs]
```

## design/flow/config.mk

```make
export PLATFORM = sky130hd
export DESIGN_NAME = MULT_LUT_16_BITS
export DESIGN_NICKNAME = MULT_LUT_16_BITS
export VERILOG_FILES = /design/flow/design.v
export SDC_FILE = /design/flow/constraint.sdc
export NUM_CORES = 4
export LEC_CHECK = 1
export CORE_UTILIZATION = 30
```

## design/flow/design.v

```verilog
`timescale 1ns / 1ps
`timescale 1ns / 1ps
`default_nettype none	
module MULT_LUT_2_BITS
(
input wire [15:0] iDato_A , 
input wire [1:0] iDato_B , 
output reg [31:0] oResult_Mux 
);
always @ ( * )
begin
	case (iDato_B)
	0: oResult_Mux = 0 ; 
	1: oResult_Mux = iDato_A; 
	2: oResult_Mux = iDato_A << 1; 
	3: oResult_Mux = (iDato_A << 1) + iDato_A; 
	endcase	
end
endmodule
module MULT_LUT_4_BITS
(
	input wire [15:0] iDato_A , 
	input wire [3:0] iDato_B , 
	output wire [31:0] oResult_Mux 
);
	wire [31:0] wBits_down,wBits_up;
	MULT_LUT_2_BITS Bits_down
	(
		.iDato_A( iDato_A ),
		.iDato_B( iDato_B[1:0]),
		.oResult_Mux( wBits_down )
	);
	MULT_LUT_2_BITS Bits_up
	(
		.iDato_A( iDato_A ),
		.iDato_B( iDato_B[3:2]),
		.oResult_Mux( wBits_up )
	);
	assign oResult_Mux = wBits_down + ( wBits_up << 2 );
endmodule
module MULT_LUT_8_BITS
(
	input wire [15:0] iDato_A , 
	input wire [7:0] iDato_B , 
	output wire [31:0] oResult_Mux 
);
	wire [31:0] wBits_down,wBits_up;
	MULT_LUT_4_BITS Bits_down
	(
		.iDato_A( iDato_A ),
		.iDato_B( iDato_B[3:0]),
		.oResult_Mux( wBits_down )
	);
	MULT_LUT_4_BITS Bits_up
	(
		.iDato_A( iDato_A ),
		.iDato_B( iDato_B[7:4]),
		.oResult_Mux( wBits_up )
	);
	assign oResult_Mux = wBits_down + ( wBits_up << 4 );
endmodule
module MULT_LUT_16_BITS
(
	input wire [15:0] iDato_A , 
	input wire [15:0] iDato_B , 
	output wire [31:0] oResult_Mux 
);
	wire [31:0] wBits_down,wBits_up;
	MULT_LUT_8_BITS Bits_down
	(
		.iDato_A( iDato_A ),
		.iDato_B( iDato_B[7:0]),
		.oResult_Mux( wBits_down )
	);
	MULT_LUT_8_BITS Bits_up
	(
		.iDato_A( iDato_A ),
		.iDato_B( iDato_B[15:8]),
		.oResult_Mux( wBits_up )
	);
	assign oResult_Mux = wBits_down +(wBits_up << 8);
endmodule
```

==> flow_summary.toml <==
# synthesis and place-and-route metrics
[setup_path]
critPathArrivalTime_ns = 11.87
critPathMostFrequentCell = "ha_1"
critPathKind = "in2out"
cp_max_fo = 17
start_kind = "primary input"
worst_path_largest_cell_delay_ns = 0.80
slowest_stage = "clkdlybuf4s50_1"
critPathRequiredTime_ns = 13.44
end_kind = "output pin"

[floorplan]
io_pins = 64
die_w_um = 168
rows = 60
initCoreUtil_pct = 30.6
die_y_um = 168
die_area_sq_um = 28100
core_sq_um = 27000

[drt]
antenna_cells = 0
postRouteWirelength_mm = 23.6
ant_nets = 0
drt-initial-drc-count = 508
drc_errors = 0
wl_per_cell_um = 16.3
route.met2.wl_mm = 10.7
top_layer = "met4"
vias = 7878
m1WireLength_mm = 11.3
avgViaCountPerCell = 5.44
dr_wl_met3_mm = 1.53
dr.pass1.iters = 7

[synth]
synth_top_cell_by_count = "ha_1"
common_cells = "ha_1 (113), a21oi_1 (80), nand2_1 (80)"
top_area_share_pct = 17.2
syn_area_per_cell_sq_um = 7.74
yosys_cells = 1065
syn-cell-area_sq_um = 8240
yosysWarnings = 1
yosysUniqueCellTypes = 73
yosysSeqAreaShare_pct = 0
synth_cells = 1065
top_cells_by_area = "ha_1 (17%), fa_1 (11%), mux2_2 (9.4%)"
synth_chip_area_sq_um = 8240
netlist.top_cell.by_area = "ha_1"

[timing]
hold_viol = 0
finalSetupViolations = 0
report.final.slew_viol_count = 0
fmax_mhz = 65.7
setup_tns_ns = 0
rsz0062_at_grt = "false"
post-route-period-util_pct = 90.6
relSlewSlack_pct = 46.9
worst_pin_slew_ns = 0.794
period_needed_ns = 15.23

[global_routing]
track_usage_pct = 17.3
grt_max_degree = 26
grt_pass1_wl_mm = 39.4
antenna_found_initial = 0
grt_pass1_vias = 7640
grt_overflow_total = 0

[layout]
flop_area_sq_um = 0
seq_cells = 0
area_growth_pct = 14.0
layout.cells.non_filler = 1449
layout-drive-gt1-share_pct = 12.8
n_clock_buffer = 0

[power]
pwr-share-seq_pct = 0
ir_drop_mv = 0.139
comb_power_share_pct = 100.0
switching_power_uw = 1040
p_int_uw = 1180
p_per_area_nw_per_um2 = 237
p_leak_uw = 0.00436
power.share.switching_pct = 46.7
clockPowerShare_pct = 0

[place]
post-dp-hpwl_mm = 18.7
place_inst = 1449
routabilityCongestion = 0.928
port_buffers = 64

[cts]
postCtsSetupBuffers = 0
cts-hold-fix-buffers = 0
ctsResizeCount = 0

[job]
cap_violations = 0
warning_count = 33

[hold_path]
worstHoldPathType = "in2out"

[run_status]
outcome = "finished clean"
-- logic make-up after synthesis --
logic type | after synthesis | synth area share [%]
AND-OR/OR-AND | 352 | 30.5
AND/OR/NAND/NOR | 247 | 14.4
adder cells (fa/ha/maj) | 159 | 28.2
buffers and inverters | 138 | 6.32
XOR/XNOR | 88 | 9.68
multiplexers | 81 | 10.9
-- cell usage in the layout (no fill, tap or decap), types with 3 or more instances in the layout --
master,synthesis,final
nor4_1,4,4
clkdlybuf4s50_1,0,64
nor2_1,66,66
xor2_1,25,25
or3_1,6,6
a21o_1,35,35
a21oi_1,80,80
and3_1,11,11
nand4_1,6,6
fa_1,45,45
a211o_1,3,3
o21a_1,10,10
nand2b_1,9,9
o21ai_0,47,47
xnor2_1,61,61
nor2b_1,16,16
a22oi_1,39,39
buf_4,0,44
and2_1,10,10
nor3_1,13,13
a22o_1,66,66
o211ai_1,3,3
nand3_2,3,3
inv_1,72,72
mux2i_1,12,12
a211oi_1,9,9
a31oi_1,13,13
mux2_2,69,69
nand2_1,80,80
ha_1,113,113
o21ai_1,6,6
nand3_1,12,12
o21bai_1,8,8
-- cell type report --
cell class | count | area (sq um)
fill | 2757 | 17600
inverter | 73 | 274
tap | 341 | 427
timing repair buffer | 108 | 971
multi-input combinational | 927 | 7720
-- path summary, 6_finish.rpt --
check,startpoint,endpoint,cells after the start,slack (ns)
worst max-delay path,iDato_A[0],oResult_Mux[30],32,1.57
worst min-delay path,iDato_B[0],oResult_Mux[1],4,7.94
-- power by group through the flow --
stage	Sequential (uW)	Clock (uW)	Combinational, uW
after CTS	0	0	2280
after global routing	0	0	2510
final	0	0	2220
-- metrics by stage --
step	utilization (%)	worst slack, ns	area [sq um]	total power [uW]	hold slack, ns
after detailed placement	34.8	1.56	9390	2270	7.94
after global placement	34.8	1.62	9390	2260	7.94
after floorplan	-	3.20	8240	1370	6.80
after global routing	34.8	0.853	9390	2510	7.98
after CTS	34.8	1.54	9390	2280	7.94
final	34.8	1.57	9390	2220	7.94
-- critical path, delay by kind of cell --
kind / cells / cell delay [ns]
buffers and inverters: 5 / 1.48
AND-OR/OR-AND: 10 / 2.10
AND/OR/NAND/NOR: 3 / 0.56
adder cells (fa/ha/maj): 8 / 2.75
XOR/XNOR: 4 / 1.06
multiplexers: 2 / 0.50
-- metal layers --
layer / GRT usage, % / up-vias
met5: 0 / -
met4: 1.48 / 0
met3: 2.74 / 11
met2: 28.6 / 214
met1: 24.7 / 3676
li1: - / 3977
Power and IR drop assume default switching activity.
